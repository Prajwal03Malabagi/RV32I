File: flow/run.sh
#!/bin/bash
# OpenROAD 26Q1-2900-gdf79404cd8, Yosys 0.63+post, stock flow scripts
make -C /OpenROAD-flow-scripts/flow DESIGN_CONFIG=/design/flow/config.mk WORK_HOME=/design/flow/orfs finish
File: flow/config.mk
export PLATFORM = sky130hd
export DESIGN_NAME = alu
export DESIGN_NICKNAME = alu
export VERILOG_FILES = /design/flow/design.v
export SDC_FILE = /design/flow/constraint.sdc
export NUM_CORES = 4
export LEC_CHECK = 1
export CORE_UTILIZATION = 40
File: flow/constraint.sdc
current_design alu

set clk_period 17.8
set clk_io_pct 0.2

create_clock -name clk0 -period $clk_period

set non_clock_inputs [all_inputs -no_clocks]
set_input_delay [expr $clk_period * $clk_io_pct] -clock clk0 $non_clock_inputs
set_output_delay [expr $clk_period * $clk_io_pct] -clock clk0 [all_outputs]
File: flow/design.v
module alu(
  input  [31:0] rs1,rs2,
    input  [3:0]  alu_op,
    output reg [31:0] result,
    output zero
);
  always @(*) begin
    case (alu_op)
      4'b0000: result = rs1 + rs2;        
      4'b0001: result = rs1 - rs2;        
      4'b0010: result = rs1 & rs2;        
      4'b0011: result = rs1 | rs2;        
      4'b0100: result = rs1 ^ rs2;        
      default: result = 32'b0;
    endcase
  end
  assign zero = (result == 32'b0);
endmodule
==> results.txt <==
Notes on the flow outputs.

- The flow ran to the end, and the final reports show no timing, DRC or antenna violations.
- The average instance in the mapped netlist occupies 7.05 µm².
- The core utilization at floorplan is 41.2%.
- The number of cells upsized or downsized after cts is 0.
- Per the gpl log, the routability congestion estimate is 0.938.
- The number of nets still failing antenna checks after routing reads 0.
- The wire length of the first global-routing pass is 22300 µm.
- The tool flagged a number of max-cap violations equal to 0.
- Per the OpenROAD floorplan log, the area of the die is 11000 µm².
- The layout stage reports a final design area of 5390 µm².
- Per the post-synthesis report, the number of cells in the design is 603.
- The register area reads 0 µm².
- The critical path required time reads 14240 ps.
- The floorplan die width reads 105 µm.
- The worst hold slack is 8280 ps.
- The leakage power in the latest report is 2.50 nW.
- The share of the synthesized area in the top cell type reads 28.2%.
- The total number of yosys warnings is 1.
- The number of diodes is 0.
- The area figure in the yosys stat output is 4250 µm².
- The setup TNS reads 0 ps.
- The share of the Yosys chip area taken by registers is 0%.
- The cell count listed in synth_stat.txt is 603.
- Combinational logic burns 100.0% of the power.
- The cell area that synthesis handed to floorplanning was 4250 µm².
- The worst slew slack as a fraction of its limit is 57.8%.
- The relative area change from synthesis to final layout is 26.7%.
- The detailed-router iteration count before antenna repair reads 5.
- The total number of placement rows is 37.
- For the pin with the worst max-slew slack, the measured transition is 633 ps.
- Per the detail_route report, the via count comes to 4592.
- Per the layout report, the design carries 0 clock buffers.
- The worst setup path is captured at a primary output.
- The overflow left after global routing is 0.
- In the final layout, the fill cell count is 999.
- The height of the die is 105 µm.
- The initial DRC count is 219.
- The reported net switching power is 0.0830 mW.
- Per report_power, the clock group accounts for 0% of the total.
- The worst hold-check path type is primary input to primary output.
- After clock tree synthesis, the flow added hold-fix buffers numbering 0.
- The number of distinct library cells after synthesis reads 65.
- The switching share of power reads 52.3%.
- Across all stage logs, warnings added up to 65.
- Sorting the synthesized cells by area gives the leading types as ha_1 (28%), xnor2_1 (8.0%), inv_1 (6.4%), a21oi_1 (4.0%), o21ai_0 (3.8%).
- The post-route total power is 0.159 mW.
- The share of power burned in registers reads 0%.
- Dividing the detail-routed via count by the number of cells gives 5.59.
- Max-slew check failures listed in the final report amount to 0.
- The instance area at placement reads 5390 µm².
- The most frequent cell after synthesis is ha_1.
- Pin placement for this block handled 101 I/O pins.
- The arrival time of data at the critical path endpoint reads 9510 ps.
- For this run, the total global-route usage over all layers was measured as 25.2%.
- The number of remaining DRC errors reads 0.
- From the final report, the count of setup violators was given as 0.
- The shortest period the worst path allows reads 13070 ps.
- The maximum net fanout on the critical path is 10.
- The share of final-layout standard cells stronger than drive strength 1 is 3.36%.
- STA classifies the critical path startpoint as a primary input.
- The worst supply voltage drop on vdd is 0.0000104 V.
- The via count of the first global-routing pass is 4494.
- The placeable core area is 10300 µm².
- The count of buffers added by post-CTS timing repair for setup reads 0.
- The cell area power density is 29.5 nW/µm².
- The number of antenna violations at the first check in global routing is 0.
- The share of the core filled with cells is 52.2%.
- The aggregate routed wire length reads 13600 µm.
- The timing-limited maximum frequency is 76.5 MHz.
- Once detailed placement completed, the half-perimeter wirelength came to 11000 µm.
- The maximum number of pins on one net before global-route repair reads 32.
- The internal power reads 0.0758 mW.
- The final count of hold timing violations reads 0.
- The routed length per instance is 16.6 µm.
- In the setup report, the worst path falls into the class primary input to primary output.
- The layout sequential cell count is 0.
- Setup repair after global routing left no endpoint under its margin.
- The period utilization reads 73.4%.
- The cell taking the most area after synthesis reads ha_1.
- Counting instances in the post-synthesis netlist gives the leading cell types as ha_1 (96), inv_1 (72), nor2_1 (42), xnor2_1 (39), nand2_1 (38).
- The number of port buffers reads 101.
- The total area of multi-input combinational cells is 3890 µm².
-- kinds of logic after synthesis --
group	Yosys count	share of synthesized area (%)
xor+xnor	52	11.2
fa+ha+maj	97	28.7
simple gates	176	22.2
mux	1	0.265
buf+inv	97	8.56
compound gates	180	29.1
-- placed cells by master (no fill, tap or decap), types with 10 or more instances in the layout --
| cell | netlist | routed |
|---|---|---|
| clkdlybuf4s50_1 | 0 | 101 |
| ha_1 | 96 | 96 |
| inv_1 | 72 | 72 |
| nor2_1 | 42 | 42 |
| xnor2_1 | 39 | 39 |
| nand2_1 | 38 | 38 |
| a21oi_1 | 34 | 34 |
| o21ai_0 | 32 | 32 |
| a221oi_1 | 16 | 16 |
| o31ai_1 | 13 | 13 |
| a21o_1 | 12 | 12 |
| a22oi_1 | 12 | 12 |
| xor2_1 | 12 | 12 |
| nand3_1 | 10 | 10 |
-- per-stage QoR --
step	instances	worst slack, ps
floorplan	603	6770
global placement	821	4840
detailed placement	821	4810
CTS	821	4790
global route	821	4480
finish	821	4730
-- layer usage --
layer | global-route usage (%) | routed length, µm | vias to the layer above
met5 | 0 | 0 | -
met4 | 4.73 | 280 | 0
met2 | 42.0 | 6180 | 120
li1 | - | - | 2371
met3 | 0.635 | 588 | 16
met1 | 36.8 | 6600 | 2085
-- cell type report --
class / instances / share of cell area, %
tap: 136 / 3.16
multi-input combinational: 506 / 72.3
timing repair buffer: 106 / 19.5
inverter: 73 / 5.09
-- power by group through the flow --
stage / clock network, mW / logic [mW] / registers [mW]
CTS: 0 / 0.158 / 0
finish: 0 / 0.159 / 0
global route: 0 / 0.176 / 0
-- critical path: stages --
cell and delay (ps):
clkdlybuf4s50_1 570, nor2_1 300, and3_1 600, a31oi_1 120, xnor2_1 170, ha_1 350, a21o_1 230, a21oi_1 280
a21oi_1 150, or3_1 330, a31o_1 240, or4b_1 570, nor4_1 520, nand3b_1 170, or4_1 560, nor4_2 290
clkdlybuf4s50_1 500
-- final timing paths --
| check | from | to | slack [ps] | depth (start not counted) |
|---|---|---|---|---|
| max | alu_op[2] | zero | 4730 | 17 |
| min | alu_op[3] | result[0] | 8280 | 3 |
No activity file was given, so power comes from the tool's default toggle rates.
