==> /design/flow/design.v <==
module data_memory(
    input clk,
    input mem_read,
    input mem_write,
    input [31:0] addr,
    input [31:0] write_data,
    output reg [31:0] read_data
); 
  reg [31:0] dmem [0:255];    
  always @(*) begin
    if (mem_read)
      read_data = dmem[addr[9:2]];  
    else
      read_data = 32'b0;
  end
  always @(posedge clk) begin
    if (mem_write)
      dmem[addr[9:2]] <= write_data;
  end
endmodule
==> /design/flow/run.sh <==
#!/bin/bash
# OpenROAD 26Q1-2900-gdf79404cd8, Yosys 0.63+post, stock flow scripts
make -C /OpenROAD-flow-scripts/flow DESIGN_CONFIG=/design/flow/config.mk WORK_HOME=/design/flow/orfs finish
==> /design/flow/config.mk <==
export PLATFORM = sky130hd
export DESIGN_NAME = data_memory
export DESIGN_NICKNAME = data_memory
export VERILOG_FILES = /design/flow/design.v
export SDC_FILE = /design/flow/constraint.sdc
export NUM_CORES = 4
export LEC_CHECK = 1
export CORE_UTILIZATION = 30
export SYNTH_MEMORY_MAX_BITS = 65536
==> /design/flow/constraint.sdc <==
current_design data_memory

set clk_period 33.5
set clk_io_pct 0.2

create_clock -name clk0 -period $clk_period [get_ports {clk}]

set non_clock_inputs [all_inputs -no_clocks]
set_input_delay [expr $clk_period * $clk_io_pct] -clock clk0 $non_clock_inputs
set_output_delay [expr $clk_period * $clk_io_pct] -clock clk0 [all_outputs]
==> flow_metrics.env <==
# flow metrics
export IMPL_clkSlewWorstSetupHoldPaths_ps=60
export IMPL_core_um2=1040000
export IMPL_rows=375
export IMPL_vias_per_cell=5.08
export IMPL_timing_slew_headroom_pct=18.4
export IMPL_numPortBuffers=74
export IMPL_clkPwrFrac_pct=40.9
export IMPL_grt_overflow=0
export IMPL_end_kind="primary output"
export IMPL_cp_start_kind="primary input"
export IMPL_rsz0062_at_grt="false"
export IMPL_cts_path_max_buffers=4
export IMPL_cts_tree="built"
export IMPL_synth_cells=15300
export IMPL_status="finished, final reports clean"
export IMPL_yosys_area_top_type="edfxtp_1"
export IMPL_most_common_cell="edfxtp_1"
export IMPL_drt_initial_drc_count=10400
export IMPL_edf_count=8192
export IMPL_dieArea_um2=1050000
export IMPL_drive_above_1_share_pct=22.7
export IMPL_hold_buffers=0
export IMPL_grtUsageTotal_pct=17.9
export IMPL_cts_buffers=807
export IMPL_whs_path_depth=1
export IMPL_synth_async_reset_ratio_pct=0
export IMPL_ir_drop_mv=0.0638
export IMPL_grt_max_degree=107
export IMPL_largest_reg_flops=8192
export IMPL_critPathMaxFanout=73
export IMPL_routed_wl_um=888000
export IMPL_fp_util_pct=30.1
export IMPL_post_route_period_util_pct=64.1
export IMPL_antenna_left=0
export IMPL_synth_seq_share_pct=78.3
export IMPL_ff_type="edfxtp_1"
export IMPL_finalWeightedCongestion=0.886
export IMPL_final_setup_tns_ps=0
export IMPL_fillers=94900
export IMPL_worst_pin_slew_ps=1190
export IMPL_clock_sinks=8192
export IMPL_drc=0
export IMPL_first_pass_iters=5
export IMPL_hold_viol=0
export IMPL_ys_area_um2=314000
export IMPL_p_int_w=0.0163
export IMPL_seqPwrFrac_pct=54.1
export IMPL_dp_hpwl_um=512000
export IMPL_worstSetupPathType="primary input to primary output"
export IMPL_ios=99
export IMPL_syn2layout_area_growth_pct=15.3
export IMPL_htree_num_levels=6
export IMPL_logic_area_um2=66000
export IMPL_arrival_ps=14790
export IMPL_slew_violations=0
export IMPL_synth_cell_type_count=56
export IMPL_postSynthAreaPerCell_um2=20.5
export IMPL_cts_root_buffer="clkbuf_16"
export IMPL_p_sw_w=0.00455
export IMPL_yosys_stat_cells=15300
export IMPL_p_per_area_nw_per_um2=57.7
export IMPL_post_cts_resized=0
export IMPL_syn_cell_area_um2=314000
export IMPL_post_route_min_period_ps=21490
export IMPL_die_h_um=1030
export IMPL_drv_cap=0
export IMPL_regArea_um2=246000
export IMPL_p_leak_nw=112
export IMPL_grt_pass1_vias=169000
export IMPL_drt_wirelength_per_cell_um=28.8
export IMPL_area_leaders="edfxtp_1, mux4_2, mux2i_1, mux2_2, o22ai_1"
export IMPL_power_w=0.0209
export IMPL_ys_top_cells_by_count="edfxtp_1, mux2i_1, mux4_2, nor2_1, o22ai_1"
export IMPL_ys_seq_elements=8192
export IMPL_post_cts_buffers=0
export IMPL_grt_pass1_wl_um=1250000
export IMPL_warning_count=60
export IMPL_fmax_mhz=46.5
export IMPL_p_sw_share_pct=21.8
export IMPL_min_path_type="primary input to flip-flop"
export IMPL_yosysWarnings=1
export IMPL_cp_required_ps=26800
export IMPL_pwr_share_comb_pct=4.9
export IMPL_die_x_um=1030
export IMPL_grt_antenna_before_repair=53
export IMPL_vias=156000
export IMPL_top_area_share_pct=78.3
export IMPL_finalSetupViolCount=0
cell type report:
cell class,count,share of cell area (%)
tap,13900,4.82
multi-input combinational,6184,18.2
inverter,3,0.00518
clock inverter,475,1.04
sequential,8192,67.9
antenna,57,0.0394
clock buffer,1006,5.81
timing repair buffer,934,2.11
power by group through the flow:
stage / logic (W) / clock network [W] / registers (W)
CTS: 0.00102 / 0.00868 / 0.0113
global route: 0.00109 / 0.00907 / 0.0113
finish: 0.00103 / 0.00855 / 0.0113
worst paths after layout:
path | startpoint | to | slack, ps
worst max-delay path | addr[3] | read_data[1] | 12010
worst min-delay path | write_data[0] | dmem[155][0] | 5930
critical path, cell delays in order:
cell	delay [ps]
buf_16	320
buf_4	540
buf_4	570
buf_4	630
buf_4	560
buf_4	670
buf_4	690
buf_4	680
mux2_2	410
o221ai_1	650
nand4_1	530
a21oi_1	780
a2111oi_2	100
buf_4	220
clkdlybuf4s50_1	420
cell families (layout without fill, tap and decap cells):
kind of cell	Yosys count	in the layout	share of synthesized area (%)
other	0	57	0
AND-OR/OR-AND	1877	1877	3.93
buffers and inverters	927	2418	1.51
AND/OR/NAND/NOR	1387	1387	2.22
flip-flops	8192	8192	78.3
multiplexers	2920	2920	14.0
per-layer routing:
metal	wire [µm]	vias to the layer above	GRT usage, %
li1	-	65700	-
met1	265000	78400	17.7
met2	392000	10600	25.4
met3	192000	1583	17.7
met4	34300	94	5.56
met5	5280	-	4.46
metrics by stage:
stage / cells / hold slack (ps) / setup WS (ps) / area, µm² / utilization (%)
floorplan: 15300 / 6800 / 17980 / 314000 / -
global placement: 29300 / 7080 / 11760 / 337000 / 32.3
detailed placement: 29300 / 7080 / 11870 / 337000 / 32.3
CTS: 30700 / 5830 / 11870 / 362000 / 34.7
global route: 30800 / 5900 / 11570 / 362000 / 34.7
finish: 30800 / 5930 / 12010 / 362000 / 34.7
cell usage in the layout (no fill, tap or decap), drive strengths merged, types with 57 or more instances in the layout:
master	instances
a221oi	126
clkinv	401
a21oi	383
nor4	95
nor2b	192
nand4	135
o221ai	62
a211oi	181
buf	898
a2111oi	186
diode	57
edfxtp	8192
nand3	181
nand2	167
a22oi	70
clkbuf	1007
o21ai	354
mux2	348
mux2i	1418
nor2	480
o22ai	416
mux4	1154
Power is estimated from default activity; no workload was simulated.
