## flow/design.v

```verilog
module next_pc(
    input [31:0] c_pc,
    input [31:0] imm_b,
    input zero,
    input Branch,
    output [31:0] next_pc
);
    wire [31:0] pc_plus4;
    wire [31:0] branch_target;
    assign pc_plus4 = c_pc + 4;
    assign branch_target = c_pc + imm_b;
    assign next_pc = (Branch && zero) ? branch_target : pc_plus4;
endmodule
```

## flow/run.sh

```bash
#!/bin/bash
# OpenROAD 26Q1-2900-gdf79404cd8, Yosys 0.63+post, stock flow scripts
make -C /OpenROAD-flow-scripts/flow DESIGN_CONFIG=/design/flow/config.mk WORK_HOME=/design/flow/orfs finish
```

## flow/config.mk

```make
export PLATFORM = sky130hd
export DESIGN_NAME = next_pc
export DESIGN_NICKNAME = next_pc
export VERILOG_FILES = /design/flow/design.v
export SDC_FILE = /design/flow/constraint.sdc
export NUM_CORES = 4
export LEC_CHECK = 1
export CORE_AREA = 10 10 108 108
export DIE_AREA = 0 0 118 118
```

## flow/constraint.sdc

```tcl
current_design next_pc

set clk_period 10.8
set clk_io_pct 0.2

create_clock -name clk0 -period $clk_period

set non_clock_inputs [all_inputs -no_clocks]
set_input_delay [expr $clk_period * $clk_io_pct] -clock clk0 $non_clock_inputs
set_output_delay [expr $clk_period * $clk_io_pct] -clock clk0 [all_outputs]
```

==> out/qor.csv <==
metric,value,unit
outcome,finished clean,
path_max_fanout,4,
setup_viol,0,
syn2layout_area_growth,37.3,%
syn-cell-area,0.00283,mm²
nFillCells,1022,
cp_top_family,AND-OR/OR-AND gates,
p_per_area,50.3,mW/mm²
yosys_cells,431,
routedWlPerCell,17.5,µm
timing.hold.ws,5260,ps
vias,3420,
fmax,0.130,GHz
clkPwrFrac,0,%
hpwl,9490,µm
die_w,118,µm
ys_seq_share,0,%
yosysChipArea,0.00283,mm²
p_comb_share,100.0,%
drtIter0Drc,248,
clkbuf_count,0,
fin_util,41.8,%
core.rowCount,35,
hold_class,primary input to primary output,
min_period,7670,ps
crit_buf_inv,2,
avgSynthCellArea,6.56,µm²
max_slew_margin,48.9,%
drive_above_1_share,3.15,%
ff_count,0,
viasPerCell,5.37,
area_leaders,"ha_1 14%, nand2_1 7.8%, xor2_1 7.4%",
path_common_cell,clkdlybuf4s50_1,
min_period_over_period,71.1,%
grt_pass1_vias,3339,
dieArea,0.0139,mm²
cap_viol_max_count,0,
ir_worst_vdd,0.0000197,V
worst_setup_path_end_kind,primary output,
synth.distinct_cells,56,
finalMaxSlewViolations,0,
switchingPower,97.6,µW
insertedDiodeCount,0,
cts_hold_buf,0,
antenna_left,0,
common_cells,"59 x nand2_1, 33 x nor2_1, 32 x ha_1, 30 x o21ai_0, 28 x a21oi_1",
wl,11200,µm
first_pass_iters,5,
p_leak,1.60,nW
ys_warn_count,0,
grt_pass1_wl,17800,µm
seqPwrFrac,0,%
cp_data_required_time,8640,ps
fp_util,30.4,%
port_buffers,98,
p_int,97.5,µW
swShare,50.0,%
io_pins,98,
grt_usage,15.4,%
worst_slew_pin_slew,764,ps
place.gp.congestion,0.927,
largest_area_cell,ha_1,
post_cts_resized,0,
core-area,0.00928,mm²
arrival,5510,ps
syn_inst,431,
setup_tns,0,ps
gr-total-overflow,0,
synth_top_cell_by_count,nand2_1,
fp.dieH,118,µm
hold_viol_final,0,
cts_setup_buffers,0,
cp_num_cells,11,
crit_path_cell_trace,clkdlybuf4s50_1 -> ha_1 -> fa_1 -> a21o_1 -> a21oi_1 -> o211ai_1 -> and2_1 -> o2111ai_1 -> mux2_2 -> a211oi_1 -> clkdlybuf4s50_1,
register_area,0,µm²
power.total,195,µW
log.warning_count,32,
cpMaxStageDelayCell,clkdlybuf4s50_1,
top_area_share,14.2,%
path_class,primary input to primary output,
grt_max_degree,46,
critPathLaunchType,primary input,
rsz0062_at_grt,no,
drc,0,
critical_path.max_stage_delay,510,ps
whs_path_depth,3,
antenna_found_initial,0,
## cell families (layout without fill, tap and decap cells)
family,after synthesis,in the layout,share of synthesized area [%]
muxes,8,8,2.92
xor gates and xnor gates,46,46,14.3
adders and majority gates,33,33,14.9
buffers and inverters,30,107,4.56
AOI/OAI and AO/OA,137,137,32.1
and+or+nand+nor,177,177,31.3
## layer usage
layer | GRT usage [%] | vias to the layer above | routed length, µm
met4 | 0 | 0 | 0
met3 | 1.90 | 0 | 591
met1 | 23.3 | 1554 | 5620
met2 | 23.9 | 101 | 4950
met5 | 0 | - | 0
li1 | - | 1765 | -
## power by group through the flow
stage / Sequential (mW) / Clock [mW] / Combinational [mW]
6_report: 0 / 0 / 0.195
5_1_grt: 0 / 0 / 0.216
4_1_cts: 0 / 0 / 0.196
## cell usage in the layout (no fill, tap or decap), types with 3 or more instances in the layout
| master | count |
|---|---|
| nand2b_1 | 5 |
| and4_1 | 7 |
| xor2_1 | 24 |
| nand3_1 | 19 |
| a31oi_1 | 9 |
| mux2i_1 | 6 |
| xnor2_1 | 22 |
| o31ai_1 | 4 |
| nand4_1 | 16 |
| nor3_1 | 11 |
| o211ai_1 | 6 |
| and3_1 | 8 |
| o21bai_1 | 3 |
| o21a_1 | 6 |
| o22ai_1 | 3 |
| a21o_1 | 23 |
| and2_1 | 6 |
| o21ai_0 | 30 |
| ha_1 | 32 |
| a211oi_1 | 5 |
| nor4_1 | 5 |
| inv_1 | 7 |
| nor2_1 | 33 |
| clkdlybuf4s50_1 | 98 |
| nand2_1 | 59 |
| a21oi_1 | 28 |
## per-stage QoR
step           instance area [µm²]  setup WS [ps]  instances
3_3_place_gp                  3880           3140        637
3_5_place_dp                  3880           3130        637
4_1_cts                       3880           3100        637
6_report                      3880           3130        637
5_1_grt                       3880           2910        637
2_1_floorplan                 2830           4450        431
## final cells by class
cell class | count | area [µm²] | area share (%)
multi-input combinational | 401 | 2700 | 69.5
tap | 129 | 161 | 4.16
timing repair buffer | 100 | 996 | 25.7
inverter | 7 | 26.3 | 0.677
## worst paths after layout
path  startpoint          end  slack, ps
min     c_pc[31]  next_pc[31]       5260
max      c_pc[0]  next_pc[26]       3130
Power is estimated from default activity; no workload was simulated.
